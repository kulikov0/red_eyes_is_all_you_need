### design/flow/run.sh
#!/bin/bash
# OpenROAD 26Q1-2900-gdf79404cd8, Yosys 0.63+post, stock flow scripts
make -C /OpenROAD-flow-scripts/flow DESIGN_CONFIG=/design/flow/config.mk WORK_HOME=/design/flow/orfs finish
### design/flow/config.mk
export PLATFORM = sky130hd
export DESIGN_NAME = fp16_to_int8
export DESIGN_NICKNAME = fp16_to_int8
export VERILOG_FILES = /design/flow/design.v
export SDC_FILE = /design/flow/constraint.sdc
export NUM_CORES = 4
export LEC_CHECK = 1
export CORE_AREA = 10 10 78 78
export DIE_AREA = 0 0 88 88
export SYNTH_HDL_FRONTEND = slang
### design/flow/constraint.sdc
current_design fp16_to_int8

set clk_period 11.5
set clk_io_pct 0.2

create_clock -name clk0 -period $clk_period

set non_clock_inputs [all_inputs -no_clocks]
set_input_delay [expr $clk_period * $clk_io_pct] -clock clk0 $non_clock_inputs
set_output_delay [expr $clk_period * $clk_io_pct] -clock clk0 [all_outputs]
### design/flow/design.v
module fp16_to_int8 (
  input  wire [15:0] val_i,
  output wire [7:0]  int8_o
);
  wire        sign = val_i[15];
  wire [4:0]  exp  = val_i[14:10];
  wire [9:0]  mant = val_i[9:0];
  wire is_zero    = (exp == 5'd0);
  wire is_inf     = (exp == 5'd31) && (mant == 10'd0);
  wire is_nan     = (exp == 5'd31) && (mant != 10'd0);
  wire is_special = is_inf || is_nan;
  wire too_small  = (exp < 5'd14);  
  wire [10:0] full_mant = {1'b1, mant};
  reg [7:0] mag;
  reg       round_bit;
  reg       sticky;
  always @(*) begin
    mag = 8'd0;
    round_bit = 1'b0;
    sticky = 1'b0;
    case (exp)
      5'd14: begin  
        mag = 8'd0;
        round_bit = 1'b1;   
        sticky = |mant;     
      end
      5'd15: begin  
        mag = {7'd0, full_mant[10]};
        round_bit = full_mant[9];
        sticky = |full_mant[8:0];
      end
      5'd16: begin  
        mag = {6'd0, full_mant[10:9]};
        round_bit = full_mant[8];
        sticky = |full_mant[7:0];
      end
      5'd17: begin  
        mag = {5'd0, full_mant[10:8]};
        round_bit = full_mant[7];
        sticky = |full_mant[6:0];
      end
      5'd18: begin  
        mag = {4'd0, full_mant[10:7]};
        round_bit = full_mant[6];
        sticky = |full_mant[5:0];
      end
      5'd19: begin  
        mag = {3'd0, full_mant[10:6]};
        round_bit = full_mant[5];
        sticky = |full_mant[4:0];
      end
      5'd20: begin  
        mag = {2'd0, full_mant[10:5]};
        round_bit = full_mant[4];
        sticky = |full_mant[3:0];
      end
      5'd21: begin  
        mag = {1'd0, full_mant[10:4]};
        round_bit = full_mant[3];
        sticky = |full_mant[2:0];
      end
      5'd22: begin  
        mag = full_mant[10:3];
        round_bit = full_mant[2];
        sticky = |full_mant[1:0];
      end
      default: begin  
        mag = 8'hFF;
        round_bit = 1'b0;
        sticky = 1'b0;
      end
    endcase
  end
  wire round_up = round_bit & (sticky | mag[0]);
  wire [8:0] rounded = {1'b0, mag} + {8'd0, round_up};
  wire [8:0] max_mag = sign ? 9'd128 : 9'd127;
  wire       needs_clamp = (rounded > max_mag);
  wire [7:0] clamped_mag = needs_clamp ? max_mag[7:0] : rounded[7:0];
  wire [7:0] signed_val = sign ? (~clamped_mag + 8'd1) : clamped_mag;
  assign int8_o = is_special            ? (sign ? -8'sd128 : 8'sd127) :
                  (is_zero || too_small) ? 8'd0 :
                                           signed_val;
endmodule
==> results.json <==
{
  "drt_wl_total_um": 4510,
  "gr-usage-all-layers_pct": 11.8,
  "crit_arrival_ns": 8.20,
  "portBuffers": 24,
  "grt_pass1_wl_um": 7830,
  "cellLeakagePower_nw": 0.638,
  "final_max_slew_viol_count": 0,
  "ant_nets": 0,
  "synth.distinct_cells": 68,
  "worst_pin_slew_ns": 0.691,
  "crit_path_end_kind": "output port",
  "fp_util_pct": 34.6,
  "grt_max_degree": 27,
  "antenna_found_initial": 0,
  "wl_per_cell_um": 16.1,
  "p_sw_share_pct": 54.7,
  "viasPerCell": 6.23,
  "seqCellArea_um2": 0,
  "avgSynthCellArea_um2": 6.96,
  "synthCells": 219,
  "gp_congestion": 0.871,
  "clock.fmax_mhz": 95.3,
  "die-area_um2": 7740,
  "ios": 24,
  "yosysCellCount": 219,
  "rows": 24,
  "crit_path_start_kind": "input port",
  "crit_fanout": 15,
  "tool_warnings": 32,
  "ir_drop_uv": 20.2,
  "fin_tns_setup_ns": 0,
  "grt_overflow_total": 0,
  "grt_pass1_vias": 1612,
  "synth_area_um2": 1530,
  "required_ns": 9.20,
  "drt_pre_antenna_iters": 4,
  "grt_setup_unrepaired": "false",
  "stdcell_area_um2": 1750,
  "vias": 1752,
  "die_h_um": 88,
  "status": "finished, final reports clean",
  "synth_area_leader_cell": "ha_1",
  "clkPwrFrac_pct": 0,
  "drcViolationCount": 0,
  "ys_seq_share_pct": 0,
  "p_comb_share_pct": 100.0,
  "final_layout_size_suffix_gt1_share_pct": 7.42,
  "ys_warn_count": 0,
  "synth_top_area_share_pct": 8.20,
  "flop-count": 0,
  "syn2layout_area_growth_pct": 14.9,
  "n_antenna_cell": 0,
  "cap_viol_max_count": 0,
  "setup_violations": 0,
  "synth.area.top_cells": "ha_1, a21oi_1, nand2_1",
  "critical_path_class": "in -> out",
  "synth_chip_area_um2": 1530,
  "hpwl_um": 3540,
  "clkbuf_count": 0,
  "dpl-instance-area_um2": 1750,
  "finalCritPeriodShare_pct": 91.3,
  "cts_hold_buf": 0,
  "drt_first_iter_violations": 163,
  "core_area_um2": 4410,
  "finalHoldViolCount": 0,
  "p_total_uw": 88.1,
  "slew_headroom_pct": 53.8,
  "cts_setup_buffers": 0,
  "powerDensity_nw_per_um2": 50.2,
  "power_frac_seq_pct": 0,
  "fin_crit_ns": 10.50,
  "min-delay-path-class": "in -> out",
  "die_width_um": 88,
  "power_switching_uw": 48.2,
  "cellInternalPower_uw": 39.9,
  "cts_resized": 0
}
## power by group through the flow
stage / clock network, mW / registers, mW / logic [mW]
finish: 0 / 0 / 0.0881
global route: 0 / 0 / 0.0997
CTS: 0 / 0 / 0.0878
## area by class of cell
type | count | area [um^2]
Tap cell | 52 | 65.1
Timing Repair Buffer | 27 | 263
Inverter | 10 | 37.5
Multi-Input combinational cell | 192 | 1390
Fill cell | 456 | 2660
## worst paths after layout
kind | startpoint | endpoint | slack (ns) | cells after the start
max | val_i[11] | int8_o[4] | 1.00 | 23
min | val_i[10] | int8_o[1] | 5.98 | 5
## metrics by stage
| stage | hold WS, ns | setup WS (ns) | instances | utilization, % |
|---|---|---|---|---|
| global route | 6.06 | 0.376 | 281 | 39.7 |
| detailed placement | 5.98 | 1.10 | 281 | 39.7 |
| floorplan | 4.76 | 2.63 | 219 | - |
| CTS | 5.99 | 1.05 | 281 | 39.7 |
| finish | 5.98 | 1.00 | 281 | 39.7 |
| global placement | 6.01 | 1.10 | 281 | 39.7 |
## worst max-delay path: stages
cell             delay [ns]
clkdlybuf4s50_1        0.75
mux4_2                 0.55
nor3b_2                0.18
nor4_4                 0.39
a21oi_2                0.07
ha_1                   0.28
o2111ai_1              0.14
xor2_1                 0.24
inv_1                  0.11
ha_1                   0.30
a21oi_1                0.13
o21ai_0                0.08
and2_1                 0.15
o31ai_1                0.47
and2_1                 0.45
nand2_1                0.13
nand2_1                0.08
ha_1                   0.22
nor2b_1                0.15
a2bb2oi_1              0.07
a211o_1                0.29
a21oi_1                0.15
clkdlybuf4s50_1        0.50
## cells by family (layout without fill, tap and decap cells)
kind of cell	Yosys count	in the layout	share of synthesized area [%]
xor gates and xnor gates	5	5	2.87
muxes	5	5	4.10
adders and majority gates	10	10	8.20
and+or+nand+nor	90	90	36.6
AOI/OAI and AO/OA	82	82	39.2
buffers and inverters	27	37	9.02
## cell usage after synthesis (4+ instances only)
master,number
a21oi_1,19
nand4_1,6
nand3_1,9
a211o_1,4
and3_1,4
nor2_1,10
nand2_1,17
buf_2,8
and2_1,5
clkbuf_1,5
nand3b_1,4
o21ai_0,9
nor2b_1,4
o31ai_1,4
mux2i_1,4
nand2b_1,5
a31oi_1,6
o211ai_1,4
ha_1,10
inv_1,9
## placed cells by master (no fill, tap or decap), types with 5 or more instances in the layout
cell type	n
nor2_1	10
nand2_1	17
nand2b_1	5
clkdlybuf4s50_1	24
o21ai_0	9
and2_1	5
ha_1	10
inv_1	9
nand3_1	9
nand4_1	6
a21oi_1	19
a31oi_1	6
## routing by layer
metal | GRT usage (%) | wire length (um) | share of wire, %
met1 | 18.1 | 2220 | 49
met2 | 18.8 | 2110 | 47
met3 | 0.655 | 170 | 3.8
met4 | 0 | 14 | 0.31
met5 | 0 | 0 | 0
No activity file was given, so power comes from the tool's default toggle rates.

==> flow/design.v <==
module fp16_add (
  input  wire        clk_i,
  input  wire [15:0] a_i,
  input  wire [15:0] b_i,
  output reg  [15:0] sum_o
);
  wire        a_sign = a_i[15];
  wire [4:0]  a_exp  = a_i[14:10];
  wire [9:0]  a_mant = a_i[9:0];
  wire        b_sign = b_i[15];
  wire [4:0]  b_exp  = b_i[14:10];
  wire [9:0]  b_mant = b_i[9:0];
  wire a_is_zero = (a_exp == 5'd0);
  wire b_is_zero = (b_exp == 5'd0);
  wire a_is_inf  = (a_exp == 5'd31) && (a_mant == 10'd0);
  wire b_is_inf  = (b_exp == 5'd31) && (b_mant == 10'd0);
  wire a_is_nan  = (a_exp == 5'd31) && (a_mant != 10'd0);
  wire b_is_nan  = (b_exp == 5'd31) && (b_mant != 10'd0);
  wire [10:0] a_full = a_is_zero ? 11'd0 : {1'b1, a_mant};
  wire [10:0] b_full = b_is_zero ? 11'd0 : {1'b1, b_mant};
  wire a_ge_b = (a_exp > b_exp) || ((a_exp == b_exp) && (a_full >= b_full));
  wire        lg_sign = a_ge_b ? a_sign : b_sign;
  wire [4:0]  lg_exp  = a_ge_b ? a_exp  : b_exp;
  wire [10:0] lg_mant = a_ge_b ? a_full : b_full;
  wire        sm_sign = a_ge_b ? b_sign : a_sign;
  wire [4:0]  sm_exp  = a_ge_b ? b_exp  : a_exp;
  wire [10:0] sm_mant = a_ge_b ? b_full : a_full;
  wire [4:0] exp_diff = lg_exp - sm_exp;
  wire [13:0] lg_ext = {1'b0, lg_mant, 2'b00};
  wire [26:0] sm_wide = {1'b0, sm_mant, 2'b00, 13'b0};
  wire [26:0] sm_shifted = sm_wide >> exp_diff;
  wire [13:0] sm_ext = sm_shifted[26:13];
  wire        sticky  = |sm_shifted[12:0];
  wire eff_sub = lg_sign ^ sm_sign;
  wire [14:0] mant_sum = eff_sub ? ({1'b0, lg_ext} - {1'b0, sm_ext}) :
                                   ({1'b0, lg_ext} + {1'b0, sm_ext});
  reg [3:0] lod;
  reg       sum_is_zero;
  integer i;
  always @(*) begin
    lod = 4'd0;
    sum_is_zero = (mant_sum[14:0] == 15'd0);
    for (i = 0; i < 15; i = i + 1) begin
      if (mant_sum[i]) lod = i[3:0];
    end
  end
  wire overflow = (lod == 4'd13) || (lod == 4'd14);
  wire [3:0] rshift_amt = (lod > 4'd12) ? (lod - 4'd12) : 4'd0;
  wire [3:0] lshift_amt = (lod < 4'd12) ? (4'd12 - lod) : 4'd0;
  wire [14:0] norm_mant = sum_is_zero ? 15'd0 :
                          overflow    ? (mant_sum >> rshift_amt) :
                                        (mant_sum << lshift_amt);
  wire signed [6:0] lg_exp_s = $signed({2'b0, lg_exp});
  wire signed [6:0] rsh_s    = $signed({3'b0, rshift_amt});
  wire signed [6:0] lsh_s    = $signed({3'b0, lshift_amt});
  wire signed [6:0] exp_adj_s = sum_is_zero ? 7'sd0 :
                                overflow    ? (lg_exp_s + rsh_s) :
                                              (lg_exp_s - lsh_s);
  wire [9:0] trunc_mant = norm_mant[11:2];
  wire       guard_bit  = norm_mant[1];
  wire       round_bit  = norm_mant[0];
  wire       extra_sticky = overflow ? |mant_sum[0] : 1'b0;
  wire       sticky_bit   = sticky | extra_sticky;
  wire       use_sticky = sticky_bit & ~eff_sub;
  wire       round_up = guard_bit & (round_bit | use_sticky | trunc_mant[0]);
  wire [10:0] rounded_mant = {1'b0, trunc_mant} + {10'd0, round_up};
  wire        round_ovf = rounded_mant[10];
  wire signed [6:0] final_exp_s = round_ovf ? (exp_adj_s + 7'sd1) : exp_adj_s;
  wire [15:0] normal_result = {lg_sign, final_exp_s[4:0], rounded_mant[9:0]};
  wire exp_overflow = (final_exp_s >= 7'sd31);
  wire [15:0] inf_result = {lg_sign, 5'd31, 10'd0};
  wire exp_underflow = (final_exp_s <= 7'sd0) && !sum_is_zero;
  wire [15:0] zero_result = {lg_sign, 15'd0};
  wire [15:0] nan_result = 16'h7E00;
  reg [15:0] result;
  always @(*) begin
    if (a_is_nan || b_is_nan) begin
      result = nan_result;
    end else if (a_is_inf && b_is_inf && eff_sub) begin
      result = nan_result;
    end else if (a_is_inf || b_is_inf) begin
      result = a_is_inf ? {a_sign, 5'd31, 10'd0} : {b_sign, 5'd31, 10'd0};
    end else if (a_is_zero && b_is_zero) begin
      result = {a_sign & b_sign, 15'd0};
    end else if (a_is_zero) begin
      result = b_i;
    end else if (b_is_zero) begin
      result = a_i;
    end else if (sum_is_zero) begin
      result = 16'd0;
    end else if (exp_underflow) begin
      result = zero_result;
    end else if (exp_overflow) begin
      result = inf_result;
    end else begin
      result = normal_result;
    end
  end
  always @(posedge clk_i) begin
    sum_o <= result;
  end
endmodule
module fp16_mac (
  input  wire        clk_i,
  input  wire [15:0] a_i,
  input  wire [15:0] b_i,
  input  wire [15:0] acc_i,
  output wire [15:0] acc_o
);
  wire [15:0] prod;
  fp16_mul_comb u_mul (
    .a_i(a_i),
    .b_i(b_i),
    .prod_o(prod)
  );
  fp16_add u_add (
    .clk_i(clk_i),
    .a_i(acc_i),
    .b_i(prod),
    .sum_o(acc_o)
  );
endmodule
module fp16_mul_comb (
  input  wire [15:0] a_i,
  input  wire [15:0] b_i,
  output wire [15:0] prod_o
);
  wire        a_sign = a_i[15];
  wire [4:0]  a_exp  = a_i[14:10];
  wire [9:0]  a_mant = a_i[9:0];
  wire        b_sign = b_i[15];
  wire [4:0]  b_exp  = b_i[14:10];
  wire [9:0]  b_mant = b_i[9:0];
  wire res_sign = a_sign ^ b_sign;
  wire a_is_zero = (a_exp == 5'd0);
  wire b_is_zero = (b_exp == 5'd0);
  wire a_is_inf  = (a_exp == 5'd31) && (a_mant == 10'd0);
  wire b_is_inf  = (b_exp == 5'd31) && (b_mant == 10'd0);
  wire a_is_nan  = (a_exp == 5'd31) && (a_mant != 10'd0);
  wire b_is_nan  = (b_exp == 5'd31) && (b_mant != 10'd0);
  wire [10:0] a_full = {1'b1, a_mant};
  wire [10:0] b_full = {1'b1, b_mant};
  wire [21:0] mant_prod = a_full * b_full;
  wire signed [7:0] exp_raw = $signed({1'b0, a_exp}) + $signed({1'b0, b_exp}) - 8'sd15;
  wire norm_shift = mant_prod[21];
  wire [9:0] trunc_mant = norm_shift ? mant_prod[20:11] : mant_prod[19:10];
  wire       guard_bit  = norm_shift ? mant_prod[10]     : mant_prod[9];
  wire       round_bit  = norm_shift ? mant_prod[9]      : mant_prod[8];
  wire       sticky_bit = norm_shift ? |mant_prod[8:0]   : |mant_prod[7:0];
  wire round_up = guard_bit & (round_bit | sticky_bit | trunc_mant[0]);
  wire [10:0] rounded = {1'b0, trunc_mant} + {10'd0, round_up};
  wire round_ovf = rounded[10];
  wire signed [7:0] final_exp = exp_raw + {7'd0, norm_shift} + {7'd0, round_ovf};
  wire [15:0] normal_result = {res_sign, final_exp[4:0], rounded[9:0]};
  wire [15:0] inf_result    = {res_sign, 5'd31, 10'd0};
  wire [15:0] nan_result    = 16'h7E00;
  wire [15:0] zero_result   = {res_sign, 15'd0};
  wire exp_overflow  = (final_exp >= 8'sd31);
  wire exp_underflow = (final_exp <= 8'sd0);
  reg [15:0] result;
  always @(*) begin
    if (a_is_nan || b_is_nan) begin
      result = nan_result;
    end else if ((a_is_inf && b_is_zero) || (b_is_inf && a_is_zero)) begin
      result = nan_result;
    end else if (a_is_inf || b_is_inf) begin
      result = inf_result;
    end else if (a_is_zero || b_is_zero) begin
      result = zero_result;
    end else if (exp_underflow) begin
      result = zero_result;
    end else if (exp_overflow) begin
      result = inf_result;
    end else begin
      result = normal_result;
    end
  end
  assign prod_o = result;
endmodule
==> flow/run.sh <==
#!/bin/bash
# OpenROAD 26Q1-2900-gdf79404cd8, Yosys 0.63+post, stock flow scripts
make -C /OpenROAD-flow-scripts/flow DESIGN_CONFIG=/design/flow/config.mk WORK_HOME=/design/flow/orfs finish
==> flow/config.mk <==
export PLATFORM = sky130hd
export DESIGN_NAME = fp16_mac
export DESIGN_NICKNAME = fp16_mac
export VERILOG_FILES = /design/flow/design.v
export SDC_FILE = /design/flow/constraint.sdc
export NUM_CORES = 4
export LEC_CHECK = 1
export CORE_UTILIZATION = 50
export SYNTH_HDL_FRONTEND = slang
==> flow/constraint.sdc <==
current_design fp16_mac

set clk_period 48.5
set clk_io_pct 0.2

create_clock -name clk0 -period $clk_period [get_ports {clk_i}]

set non_clock_inputs [all_inputs -no_clocks]
set_input_delay [expr $clk_period * $clk_io_pct] -clock clk0 $non_clock_inputs
set_output_delay [expr $clk_period * $clk_io_pct] -clock clk0 [all_outputs]
==> flow_metrics.py <==
# Metrics from the implementation run
metrics = {
    "yosys": {
        "yosysSeqAreaShare": 0.0260,
        "netlist_instances": 1722,
        "synth_area_um2": 12300,
        "ys_cells": 1722,
        "synth_area_per_cell_um2": 7.17,
        "synth_top_cell_by_area": "fa_1",
        "synth-edff-count": 0,
        "yosys_area_um2": 12300,
        "top_cell_area_share": 0.138,
        "common_cells": "nand2_1 (209), inv_1 (183), ha_1 (125)",
        "synth_cell_types": 108,
        "post-synth-top-count-cell": "nand2_1",
        "area_leaders": "fa_1 (14%), ha_1 (13%), nand2_1 (6.4%), inv_1 (5.6%), a21oi_1 (4.1%)",
        "yosysWarnings": 0,
        "async_reset_ff_frac": 0,
        "ys.flops": 16,
        "ff_type": "dfxtp_1",
    },
    "timing": {
        "setup_viol_count_final": 0,
        "tightestPinTransition_ns": 0.829,
        "period_used_share": 0.655,
        "final_max_slew_viol_count": 0,
        "finalHoldViolations": 0,
        "period_minus_slack_ns": 31.76,
        "fmax_mhz": 31.5,
        "max-slew-margin-rel": 0.433,
        "setup_tns_ns": 0,
        "rsz0062_at_grt": "no",
    },
    "placement": {
        "hpwl_mm": 33.6,
        "place_area_um2": 13200,
        "dp.cells": 2053,
        "place_congestion": 0.997,
        "port_buffers": 64,
    },
    "drt": {
        "drt_iter0_markers": 1258,
        "wl_met1_mm": 19.5,
        "drt_wl_total_mm": 39.7,
        "vias": 12800,
        "dr.pass1.iters": 5,
        "antenna_left": 0,
        "drc": 0,
        "vias_per_cell": 6.23,
        "wl_met2_mm": 16.1,
        "wire_per_inst_um": 19.3,
        "top_layer_used": "met4",
        "antenna_cells": 0,
        "wl_met3_mm": 3.75,
    },
    "clock_network": {
        "clock-sinks": 16,
        "cts_hold_buf": 0,
        "cts_setup_buffers": 0,
        "cts_buffers": 3,
        "cts_buffer_depth": 2,
        "postCtsResizedCells": 0,
        "htreeDepth": 1,
        "clk_pin_slew_ns": 0.05,
        "root_buffer": "clkbuf_16",
        "cts_tree": "yes",
    },
    "floorplan": {
        "ios": 65,
        "core_um2": 24200,
        "fp.dieW_um": 159,
        "fp.dieH_um": 159,
        "dieArea_um2": 25300,
        "rows": 57,
        "fp_util": 0.509,
    },
    "setup_path": {
        "crit_type": "in -> reg",
        "cp_max_fo": 45,
        "crit_slowest_cell": "clkdlybuf4s50_1",
        "crit_path_frequent_cell": "inv_1",
        "required_ns": 48.61,
        "end_kind": "flip-flop",
        "slowest_delay_ns": 0.64,
        "arrival_ns": 31.88,
        "startpoint_type": "primary input",
    },
    "grt": {
        "grt_use_total": 0.329,
        "antenna_found_initial": 0,
        "gr-total-overflow": 0,
        "grt_pass1_wl_mm": 64.8,
        "grt_max_degree": 46,
        "grt_pass1_vias": 11900,
    },
    "min_path": {
        "hold_path_end": "u_add.sum_o[15]$_SDFF_PP0_",
        "hold_depth": 3,
        "hp-start": "b_i[15]",
        "worst_hold_path_type": "in -> reg",
    },
    "run": {
        "drv_cap": 0,
        "warnings": 42,
    },
    "status": {
        "status": "finished clean",
    },
    "final_layout": {
        "area_growth_pct": 7.88,
        "drive_gt1_frac": 0.0577,
        "layoutNonFillerInstCount": 2057,
        "fillers": 2331,
        "top_regs": "u_add.sum_o (16)",
        "register_area_um2": 320,
        "top_register": "u_add.sum_o",
        "largest_register_ffs": 16,
        "comb_area_um2": 11000,
        "final_area_um2": 13300,
    },
}
cells by family (layout without fill, tap and decap cells):
family                   after synthesis  after routing  share of synthesized area
AND/OR/NAND/NOR                      651            651                      0.267
AND-OR/OR-AND                        489            489                      0.284
buffers and inverters                262            273                     0.0812
adder cells (fa/ha/maj)              210            210                      0.265
XOR/XNOR                              47             47                     0.0351
multiplexers                          47             47                     0.0421
flip-flops                            16             16                     0.0260
through the flow:
stage                      util  setup slack (ns)  hold WS (ns)
final                     0.549             16.74         10.22
after global routing      0.549             15.05         10.28
after CTS                 0.549             17.08         10.22
after detailed placement  0.545             16.87         10.36
after global placement    0.545             17.16         10.37
after floorplan               -             19.97          9.90
metal layers:
| metal | up-vias | global-route usage |
|---|---|---|
| met3 | 32 | 0.0808 |
| met5 | - | 0 |
| met4 | 0 | 0.0332 |
| li1 | 6239 | - |
| met1 | 6015 | 0.530 |
| met2 | 525 | 0.464 |
worst max path at each step:
stage | slack (ns) | endpoint | from | cells after the start
4_1_cts | 17.08 | u_add.sum_o[7]$_SDFF_PP0_ | a_i[1] | 92
5_1_grt | 15.05 | u_add.sum_o[12]$_SDFF_PP1_ | a_i[1] | 94
6_report | 16.74 | u_add.sum_o[7]$_SDFF_PP0_ | a_i[1] | 92
placed cells by master (no fill, tap or decap), drive strengths merged, types with 31 or more instances in the layout:
master,netlist,layout
inv,188,188
and2,63,63
nand3,55,55
a21oi,105,105
nor2,121,121
mux2i,36,36
clkdlybuf4s50,0,64
nand2,209,209
o21ai,95,95
xnor2,31,31
ha,125,125
fa,85,85
cell type report:
cell class / count / area share
Clock buffer: 4 / 0.00667
Sequential cell: 16 / 0.0241
Inverter: 189 / 0.0533
Timing Repair Buffer: 80 / 0.0571
Multi-Input combinational cell: 1444 / 0.828
Tap cell: 324 / 0.0305
critical path: cells and delay by family:
kind | cells | cell delay [ns]
AOI/OAI and AO/OA | 25 | 5.51
xor gates and xnor gates | 2 | 0.68
adders and majority gates | 15 | 5.56
buffers and inverters | 15 | 2.51
and+or+nand+nor | 35 | 7.83

--- flow/config.mk ---
export PLATFORM = sky130hd
export DESIGN_NAME = fp16_mul
export DESIGN_NICKNAME = fp16_mul
export VERILOG_FILES = /design/flow/design.v
export SDC_FILE = /design/flow/constraint.sdc
export NUM_CORES = 4
export LEC_CHECK = 1
export CORE_UTILIZATION = 40
export SYNTH_HDL_FRONTEND = slang
--- flow/constraint.sdc ---
current_design fp16_mul

set clk_period 11.0
set clk_io_pct 0.2

create_clock -name clk0 -period $clk_period [get_ports {clk_i}]

set non_clock_inputs [all_inputs -no_clocks]
set_input_delay [expr $clk_period * $clk_io_pct] -clock clk0 $non_clock_inputs
set_output_delay [expr $clk_period * $clk_io_pct] -clock clk0 [all_outputs]
--- flow/design.v ---
module fp16_mul (
  input  wire        clk_i,
  input  wire [15:0] a_i,
  input  wire [15:0] b_i,
  output reg  [15:0] prod_o
);
  wire        a_sign = a_i[15];
  wire [4:0]  a_exp  = a_i[14:10];
  wire [9:0]  a_mant = a_i[9:0];
  wire        b_sign = b_i[15];
  wire [4:0]  b_exp  = b_i[14:10];
  wire [9:0]  b_mant = b_i[9:0];
  wire res_sign = a_sign ^ b_sign;
  wire a_is_zero = (a_exp == 5'd0);
  wire b_is_zero = (b_exp == 5'd0);
  wire a_is_inf  = (a_exp == 5'd31) && (a_mant == 10'd0);
  wire b_is_inf  = (b_exp == 5'd31) && (b_mant == 10'd0);
  wire a_is_nan  = (a_exp == 5'd31) && (a_mant != 10'd0);
  wire b_is_nan  = (b_exp == 5'd31) && (b_mant != 10'd0);
  wire [10:0] a_full = {1'b1, a_mant};
  wire [10:0] b_full = {1'b1, b_mant};
  wire [21:0] mant_prod = a_full * b_full;
  wire signed [7:0] exp_raw = $signed({1'b0, a_exp}) + $signed({1'b0, b_exp}) - 8'sd15;
  wire norm_shift = mant_prod[21];
  wire [9:0] trunc_mant = norm_shift ? mant_prod[20:11] : mant_prod[19:10];
  wire       guard_bit  = norm_shift ? mant_prod[10]    : mant_prod[9];
  wire       round_bit  = norm_shift ? mant_prod[9]     : mant_prod[8];
  wire       sticky_bit = norm_shift ? |mant_prod[8:0]  : |mant_prod[7:0];
  wire round_up = guard_bit & (round_bit | sticky_bit | trunc_mant[0]);
  wire [10:0] rounded = {1'b0, trunc_mant} + {10'd0, round_up};
  wire round_ovf = rounded[10];  
  wire signed [7:0] final_exp = exp_raw + {7'd0, norm_shift} + {7'd0, round_ovf};
  wire [15:0] normal_result = {res_sign, final_exp[4:0], rounded[9:0]};
  wire [15:0] inf_result    = {res_sign, 5'd31, 10'd0};
  wire [15:0] nan_result    = 16'h7E00;
  wire [15:0] zero_result   = {res_sign, 15'd0};
  wire exp_overflow  = (final_exp >= 8'sd31);
  wire exp_underflow = (final_exp <= 8'sd0);
  reg [15:0] result;
  always @(*) begin
    if (a_is_nan || b_is_nan) begin
      result = nan_result;
    end else if ((a_is_inf && b_is_zero) || (b_is_inf && a_is_zero)) begin
      result = nan_result;
    end else if (a_is_inf || b_is_inf) begin
      result = inf_result;
    end else if (a_is_zero || b_is_zero) begin
      result = zero_result;
    end else if (exp_underflow) begin
      result = zero_result;
    end else if (exp_overflow) begin
      result = inf_result;
    end else begin
      result = normal_result;
    end
  end
  always @(posedge clk_i) begin
    prod_o <= result;
  end
endmodule
--- flow/run.sh ---
#!/bin/bash
# OpenROAD 26Q1-2900-gdf79404cd8, Yosys 0.63+post, stock flow scripts
make -C /OpenROAD-flow-scripts/flow DESIGN_CONFIG=/design/flow/config.mk WORK_HOME=/design/flow/orfs finish
==> impl_metrics.yaml <==
# generated from flow reports
detailed_routing:
  dr_total_vias: 4542
  postRouteAntennaNets: 0
  drtIter0Drc: 164
  drt-pass1-iter-count: 4
  diodes: 0
  routed_wl_um: 12200
  via_per_inst: 5.15
  routedWlPerCell_um: 13.9
  remaining_drc_errors: 0
grt:
  overflow: 0
  grt_pass1_wl_um: 22300
  grt_pass1_vias: 4907
  antenna_found_initial: 0
  grtUsageTotal: 0.200
  grt_max_degree: 13
synthesis:
  ys_async_sr_fraction: 0
  netlist_area_mm2: 0.00548
  top_area_frac: 0.300
  synth_cell_types: 62
  synth-main-ff-cell: "dfxtp_1"
  top_cells_by_area: "fa_1 (30%), ha_1 (16%), inv_1 (8.8%), dfxtp_1 (5.8%), and2_1 (5.3%)"
  synth-edff-count: 0
  ys_cells: 664
  synth_flops: 16
  seq_area_frac_synth: 0.0584
  synth.avg_cell_area_um2: 8.25
  top_cell: "inv_1"
  top_cells_by_count: "inv_1 (129), fa_1 (82), ha_1 (70)"
  ys_area_mm2: 0.00548
  yosysTopAreaCell: "fa_1"
  synth_cells: 664
  yosysWarnings: 0
layout:
  nFillCells: 1282
  top_regs: "prod_o (16)"
  synthToLayoutAreaGrowth_pct: 14.7
  largest_register: "prod_o"
  final_util: 0.473
  fin_area_mm2: 0.00628
  largest_reg_flops: 16
  layout-drive-gt1-share: 0.0467
critical_path:
  startpoint_type: "input pin"
  critical_path_arrival_ns: 10.50
  crit_path_frequent_cell: "fa_1"
  crit_path_max_fanout: 10
  cpLargestDelayFamily: "adder cells"
  crit_buf_inv: 7
  cp.required_ns: 11.18
  crit_type: "in2reg"
  end_kind: "flip-flop"
  cpMaxStageDelayCell: "clkdlybuf4s50_1"
  cp_slowest_stage_delay_ns: 0.61
power_and_ir_drop:
  irDropWorstVdd_v: 0.000223
  pwr_density_cell_mw_per_mm2: 322
  leakagePower_nw: 3.07
cts:
  cts_tree: "yes"
  cts-buffers-inserted: 3
  htreeDepth: 1
  path_clk_slew_ns: 0.05
  cts_hold_buf: 0
  cts_setup_buffers: 0
  cts_sinks: 16
  clock-root-buffer: "clkbuf_16"
  clockBufferDepth: 2
floorplanning:
  fp-utilization: 0.412
  core-area_mm2: 0.0133
  io_pins: 49
  rows: 42
  die_w_um: 119
  fp.dieH_um: 119
  die_area_mm2: 0.0142
sta:
  rsz0062_at_grt: "no"
  setup_viol: 0
  holdWs_ns: 2.60
  max_freq_mhz: 96.9
  hold_viol: 0
  fin_tns_setup_ns: 0
  fin_crit_sh: 0.938
  fin_crit_ns: 10.32
  slew_headroom: 0.593
  worst_pin_slew_ns: 0.604
  slew_violations: 0
placement:
  placement.cell_area_mm2: 0.00618
  dp_hpwl_um: 10500
  port_buffers: 48
  place.gp.congestion: 0.970
job:
  warning_count: 26
  drv_cap: 0
run_status:
  status: "finished clean"
worst_hold_path:
  hold_class: "in2reg"
## cells by family after synthesis
kind of cell / synth area share
DFF: 0.0584
adders and majority gates: 0.459
AOI/OAI and AO/OA: 0.123
xor gates and xnor gates: 0.0447
and+or+nand+nor: 0.199
buffers and inverters: 0.106
muxes: 0.00982
## layout by cell type, fill, tap and decap left out, types with 3 or more instances in the layout
cell and instances:
or2_2 5, a21oi_1 17, clkbuf_16 3, nand4_1 6, ha_1 70, a21boi_0 3, nor4_1 4, or4_1 4
nand3_1 13, xor2_1 12, a21o_1 10, fa_1 82, dfxtp_1 16, xnor2_1 16, nor3_1 5, o211ai_1 5
and3_1 6, clkdlybuf4s50_1 47, nor2_1 38, nand2_1 69, a31oi_1 5, o2111ai_1 3, inv_1 129, nand2b_1 3
o21ai_0 18, and2_1 46, a211oi_1 4, or3_1 4, buf_4 12
## through the flow
step                instances  power, mW  worst slack (ns)
global placement          878       1.95             0.344
detailed placement        878       1.95             0.126
CTS                       882       2.04             0.340
finish                    882       2.02             0.679
floorplan                 664       1.56              1.28
global route              882       2.31            0.0983
## final cells by class
| cell class | count | area (um2) | share of cell area |
|---|---|---|---|
| multi-input cells | 496 | 4590 | 0.731 |
| flip-flops and latches | 16 | 320 | 0.0510 |
| inverters | 130 | 488 | 0.0776 |
| repair buffers | 60 | 573 | 0.0912 |
| well taps | 176 | 220 | 0.0350 |
| clock buffers | 4 | 88.8 | 0.0141 |
## layer usage
layer,global-route usage,up-vias,share of wire
li1,-,2244,-
met5,0,-,0
met1,0.285,2167,0.46
met3,0.0631,8,0.067
met4,0.0190,0,0.013
met2,0.320,123,0.46
## worst paths after layout
path / to / start / depth (start not counted)
worst max-delay path: prod_o[4] / b_i[4] / 32
worst min-delay path: prod_o[15] / a_i[15] / 3
## worst min-delay path, stage by stage
cell	delay [ns]
clkdlybuf4s50_1	0.42
xnor2_1	0.14
nor2_1	0.04
## timing repair
item / in CTS / in global routing
hold endpoints to repair: 0 / 0
endpoints found under the setup margin: 0 / 15
gates resized: 0 / 5
## power breakdown
group | switching (mW) | internal, mW | total (mW)
sequential | 0.00530 | 0.0860 | 0.0913
clock | 0.0202 | 0.0550 | 0.0752
combinational | 1.03 | 0.826 | 1.86
total | 1.05 | 0.967 | 2.02
Power and IR drop assume default switching activity.
